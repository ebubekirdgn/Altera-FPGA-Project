**/design/flow/run.sh**
```bash
#!/bin/bash
# OpenROAD 26Q1-2900-gdf79404cd8, Yosys 0.63+post, stock flow scripts
make -C /OpenROAD-flow-scripts/flow DESIGN_CONFIG=/design/flow/config.mk WORK_HOME=/design/flow/orfs finish
```
**/design/flow/config.mk**
```make
export PLATFORM = sky130hd
export DESIGN_NAME = Project2
export DESIGN_NICKNAME = Project2
export VERILOG_FILES = /design/flow/design.v
export SDC_FILE = /design/flow/constraint.sdc
export NUM_CORES = 4
export LEC_CHECK = 1
export CORE_UTILIZATION = 30
```
**/design/flow/constraint.sdc**
```tcl
current_design Project2

set clk_period 6.8
set clk_io_pct 0.2

create_clock -name clk0 -period $clk_period [get_ports {KEY}]

set non_clock_inputs [all_inputs -no_clocks]
set_input_delay [expr $clk_period * $clk_io_pct] -clock clk0 $non_clock_inputs
set_output_delay [expr $clk_period * $clk_io_pct] -clock clk0 [all_outputs]
```
**/design/flow/design.v**
```verilog
module compare5bit(input x0,x1,x2,x3,x4,y0,y1,y2,y3,y4 , output e,s,b);
   function isEqual;
		input x,y;
		begin
			isEqual = ~(x^y);
		end
   endfunction
	function isBig;
		input x,y;
		begin
			isBig = x & ~y;
		end
   endfunction
	function isSmall;
		input x,y;
		begin
			isSmall = ~x&y;
		end
   endfunction
	assign e = isEqual(x0,y0) & isEqual(x1,y1) & isEqual(x2,y2)&isEqual(x3,y3)&isEqual(x4,y4);
	assign s = (isSmall(x4,y4)) | ( isEqual(x4,y4) & isSmall(x3,y3) ) | ( isEqual(x4,y4) & isEqual(x3,y3) & isSmall(x2,y2) ) |
				  (isEqual(x4,y4) & isEqual(x3,y3) & isEqual(x2,y2) & isSmall(x1,y1) ) | ( isEqual(x4,y4) & isEqual(x3,y3) & isEqual(x2,y2)& isEqual(x1,y1) & isSmall(x0,y0) );
	assign b = ~(e | s);
endmodule
module fulladder (input S0, S1, Ci, output S, Co);
	wire N;
	assign N = S0 ^ S1;
	assign S = N ^ Ci;
	assign Co = (S1 & ~N) | (N & Ci);
endmodule
module bcdToDisplay(input i0,i1,i2,i3,output return0,return1,return2,return3,return4,return5,return6);
	mux8x1 A(i1,i2,i3,~i0, 1,i0,1,1,0,0,0,return0);
	mux8x1 B(i1,i2,i3,1,1,~i0,i0,1,0,0,0,return1);
	mux8x1 C(i1,i2,i3,1,i0,1,1,1,0,0,0,return2);
	mux8x1 D(i1,i2,i3,~i0,1,i0,~i0,1,0,0,0,return3);
	mux8x1 E(i1,i2,i3,~i0,~i0,0,~i0,~i0,0,0,0,return4);
	mux8x1 F(i1,i2,i3,~i0,0,1,~i0,1,0,0,0,return5);
	mux8x1 G(i1,i2,i3,0,1,1,~i0,1,0,0,0,return6);
endmodule
module binaryToBcd(input i0,i1,i2,i3,i4,output return0,return1,return2,return3,return4,return5,return6,return7);
	assign return0 = 0;
	assign return1 = 0;
	mux16x1 A(i1,i2,i3,i4,0,0,0,0,0,0,0,0,0,0,1,1,1,1,1,1,return2);
	mux16x1 B(i1,i2,i3,i4,0,0,0,0,0,1,1,1,1,1,0,0,0,0,0,1,return3);
	mux16x1 C(i1,i2,i3,i4,0,0,0,0,1,0,0,0,0,1,0,0,0,0,1,0,return4);
	mux16x1 D(i1,i2,i3,i4,0,0,1,1,0,0,0,1,1,0,0,0,1,1,0,0,return5);
	mux16x1 E(i1,i2,i3,i4,0,1,0,1,0,0,1,0,1,0,0,1,0,1,0,0,return6);
	assign return7 = i0;
endmodule
module mux2x1(s0,i0,i1,return);
	input s0,i0,i1;
	output return;
	assign return = (i0&(~s0)) | (i1&s0);
endmodule
module mux4x1(s0,s1,i0,i1,i2,i3,return);
	input s0,s1,i0,i1,i2,i3;
	output return;
	wire r1,r2;
	mux2x1 C(s0,i0,i1,r1);
	mux2x1 B(s0,i2,i3,r2);
	mux2x1 A(s1,r1,r2,return);
endmodule 
module mux8x1(s0,s1,s2,i0,i1,i2,i3,i4,i5,i6,i7,return);
	input s0,s1,s2,i0,i1,i2,i3,i4,i5,i6,i7;
	output return;
	wire r1,r2;
	mux4x1 A(s0,s1,i0,i1,i2,i3,r1);
	mux4x1 B(s0,s1,i4,i5,i6,i7,r2);
	mux2x1 C(s2,r1,r2,return);
endmodule
module mux16x1(s0,s1,s2,s3,i0,i1,i2,i3,i4,i5,i6,i7,i8,i9,i10,i11,i12,i13,i14,i15,return);
	input s0,s1,s2,s3,i0,i1,i2,i3,i4,i5,i6,i7,i8,i9,i10,i11,i12,i13,i14,i15;
	output return;
	wire r1,r2;
	mux8x1 A(s0,s1,s2,i0,i1,i2,i3,i4,i5,i6,i7,r1);
	mux8x1 B(s0,s1,s2,i8,i9,i10,i11,i12,i13,i14,i15,r2);
	mux2x1 C(s3,r1,r2,return);
endmodule 
module Project2 (input [3:0]KEY,input[17:0] SW,output[3:0] LEDR,output [3:0]LEDG,output[6:0] HEX0,HEX1,HEX4,HEX5,HEX6,HEX7);
	reg[4:0] r0, r1, r2, r3;
	initial begin
		r0 = 5'b00001;
		r1 = 5'b00011;
		r2 = 5'b00101;
		r3 = 5'b01010;		
	end
	assign LEDR[0] = ~SW[17] & ~SW[16];
	assign LEDR[1] = ~SW[17] &  SW[16];
	assign LEDR[2] =  SW[17] & ~SW[16];
   assign LEDR[3] =  SW[17] &  SW[16];
	wire [4:0] u0,u1,u2,u3;
	assign u0=r0;
	assign u1=r1;
	assign u2=r2;
	assign u3=r3;
   mux4x1 m4_0 (SW[16],SW[17],u0[0],u1[0],u2[0],u3[0],urun_fiyati0);
	mux4x1 m4_1 (SW[16],SW[17],u0[1],u1[1],u2[1],u3[1],urun_fiyati1);
	mux4x1 m4_2 (SW[16],SW[17],u0[2],u1[2],u2[2],u3[2],urun_fiyati2);
	mux4x1 m4_3 (SW[16],SW[17],u0[3],u1[3],u2[3],u3[3],urun_fiyati3);
	mux4x1 m4_4 (SW[16],SW[17],u0[4],u1[4],u2[4],u3[4],urun_fiyati4);
	compare5bit cp5_0(SW[0],SW[1],SW[2],SW[3],SW[4], urun_fiyati0,urun_fiyati1,urun_fiyati2,urun_fiyati3,urun_fiyati4,Equal,Small,Big);
	assign En = ~Small;	 
	fulladder f0 (SW[0],urun_fiyati0^1,1 ,para_ustu0,c0);
	fulladder f1 (SW[1],urun_fiyati1^1,c0,para_ustu1,c1);
	fulladder f2 (SW[2],urun_fiyati2^1,c1,para_ustu2,c2);
	fulladder f3 (SW[3],urun_fiyati3^1,c2,para_ustu3,c3);
	fulladder f4 (SW[4],urun_fiyati4^1,c3,para_ustu4,c4);
	wire para=SW[0]|SW[1]|SW[2]|SW[3]|SW[4];  
	binaryToBcd P_Giris(SW[0],SW[1],SW[2],SW[3],SW[4],return00,return01,return02,return03,return04,return05,return06,return07);
	bcdToDisplay P_Giris_Birler(return07,return06,return05,return04,pg_b0,pg_b1,pg_b2,pg_b3,pg_b4,pg_b5,pg_b6);	 
   bcdToDisplay P_Giris_Onlar(return03,return02,return01,return00,pg_o0,pg_o1,pg_o2,pg_o3,pg_o4,pg_o5,pg_o6);	 
	assign HEX4[0] = ~pg_b0 | ~para;  
	assign HEX4[1] = ~pg_b1 | ~para;
	assign HEX4[2] = ~pg_b2 | ~para;
	assign HEX4[3] = ~pg_b3 | ~para;
	assign HEX4[4] = ~pg_b4 | ~para;
	assign HEX4[5] = ~pg_b5 | ~para;
	assign HEX4[6] = ~pg_b6 | ~para;
	assign HEX5[0] = ~pg_o0| ~para;
	assign HEX5[1] = ~pg_o1| ~para;
	assign HEX5[2] = ~pg_o2| ~para;
	assign HEX5[3] = ~pg_o3| ~para;
	assign HEX5[4] = ~pg_o4| ~para;
	assign HEX5[5] = ~pg_o5| ~para;
	assign HEX5[6] = ~pg_o6| ~para;
	binaryToBcd  U_Fiyat(urun_fiyati0,urun_fiyati1,urun_fiyati2,urun_fiyati3,urun_fiyati4,return10,return11,return12,return13,return14,return15,return16,return17);
	bcdToDisplay U_Fiyat_Birler(return17,return16,return15,return14,uf_b0,uf_b1,uf_b2,uf_b3,uf_b4,uf_b5,uf_b6);
   bcdToDisplay U_Fiyat_Onlar(return13,return12,return11,return10,uf_o0,uf_o1,uf_o2,uf_o3,uf_o4,uf_o5,uf_o6);
	assign HEX6[0] = ~uf_b0;
	assign HEX6[1] = ~uf_b1;
	assign HEX6[2] = ~uf_b2;
	assign HEX6[3] = ~uf_b3;
	assign HEX6[4] = ~uf_b4;
	assign HEX6[5] = ~uf_b5;
	assign HEX6[6] = ~uf_b6;
	assign HEX7[0] = ~uf_o0;
	assign HEX7[1] = ~uf_o1;
	assign HEX7[2] = ~uf_o2;
	assign HEX7[3] = ~uf_o3;
	assign HEX7[4] = ~uf_o4;
	assign HEX7[5] = ~uf_o5;
	assign HEX7[6] = ~uf_o6;
	binaryToBcd  P_Ustu(para_ustu0,para_ustu1,para_ustu2,para_ustu3,para_ustu4,return20,return21,return22,return23,return24,return25,return26,return27);
	bcdToDisplay P_Ustu_Birler(return27,return26,return25,return24,pu_b0,pu_b1,pu_b2,pu_b3,pu_b4,pu_b5,pu_b6);
   bcdToDisplay P_Ustu_Onlar(return23,return22,return21,return20,pu_o0,pu_o1,pu_o2,pu_o3,pu_o4,pu_o5,pu_o6);
	reg p1,p2, p3,p4,p5,p6,p7,p8,p9,p10,p11,p12,p13,p14;
	assign HEX0[0]=~p1 | reset;
	assign HEX0[1]=~p2 | reset;
	assign HEX0[2]=~p3 | reset;
	assign HEX0[3]=~p4 | reset;
	assign HEX0[4]=~p5 | reset;
	assign HEX0[5]=~p6 | reset;
	assign HEX0[6]=~p7 | reset;
	assign HEX1[0]=~p8  | reset;
	assign HEX1[1]=~p9  | reset;
	assign HEX1[2]=~p10 | reset;
	assign HEX1[3]=~p11 | reset;
	assign HEX1[4]=~p12 | reset;
	assign HEX1[5]=~p13 | reset;
	assign HEX1[6]=~p14 | reset;
	wire reset;
	reg reset1,reset2;
	assign reset = ~(reset1 ^ reset2);
	reg a,b,c,d;
	assign LEDG[0] = a & ~reset;
	assign LEDG[1] = b & ~reset;
	assign LEDG[2] = c & ~reset;
   assign LEDG[3] = d & ~reset;
	always @(posedge ~KEY[0])
		begin
		  reset1 <= ~reset2;
		  a <=  ~SW[17] & ~SW[16]	& En;
		  b <=  ~SW[17] &  SW[16]	& En;
		  c <=   SW[17] & ~SW[16]	& En;
		  d <=   SW[17] &  SW[16]	& En;
		  p1 <= pu_b0 & En;
		  p2 <= pu_b1 & En;
		  p3 <= pu_b2 & En;
		  p4 <= pu_b3 & En;
		  p5 <= pu_b4 & En;
		  p6 <= pu_b5 & En;
		  p7 <= pu_b6 & En;
		  p8 <= pu_o0 & En;
		  p9 <= pu_o1 & En;
		  p10 <= pu_o2 & En;
		  p11 <= pu_o3 & En;
		  p12 <=  pu_o4 & En;
		  p13 <=  pu_o5 & En;
		  p14 <=  pu_o6 & En;
		end
	 always @(posedge ~KEY[1])
	 begin 
	  reset2 <= reset1;
	 end
endmodule
```
==> results_dict.tcl <==
# implementation run metrics
set metrics [dict create \
    mappedNetlistArea_sq_um 2150 \
    drt.antenna.violating_nets 0 \
    dp.final_hpwl_um 3870 \
    place.gp.congestion 0.885 \
    cts.htree.levels 1 \
    worst-slew-pin-transition_ps 743 \
    maxSlewViolCount 0 \
    maxCapViolations 0 \
    fp-row-count 30 \
    p_per_area_nw_per_um2 178 \
    vias_per_cell 4.45 \
    detail_route.first_pass.iterations 4 \
    clkSlewWorstSetupHoldPaths_ps 40 \
    post-layout-total-power_w 0.000625 \
    peakVddDrop_uv 69.3 \
    ys_chip_area_sq_um 2150 \
    drt_first_iter_violations 104 \
    grt_pass1_wl_um 8160 \
    timing.critical_path.fanout_max 4 \
    outcome "complete, but fails checks" \
    flip_flops_with_a_built_in_enable 0 \
    warning_count 110 \
    yosysWarnings 214 \
    count_of_final_setup_violators 8 \
    power.static_leakage_nw 1.62 \
    yosys.stat.seqShare 0.177 \
    clock_tree.root_cell "clkbuf_8" \
    postSynth.topFlopCell "dfxtp_1" \
    floorplan.die.height_um 86.7 \
    wirelength_um 5090 \
    grt_max_degree 26 \
    die-width_um 86.7 \
    drc 0 \
    synthCells 258 \
    count_of_cell_types_in_the_netlist 51 \
    synth.avg_cell_area_sq_um 8.34 \
    grt_usage 0.134 \
    tritoncts "done" \
    cp_slowest_cell "mux4_2" \
    startpoint_type "primary input" \
    io-pin-count 72 \
    die_area_sq_um 7520 \
    layout.cells.non_filler 475 \
    tritoncts.num_buffers 3 \
    lay_top_cells "64 x buf_4, 49 x clkdlybuf4s50_1, 38 x inv_1, 24 x nand2_1, 21 x ha_1" \
    timing_worst_setup_path_type "primary input to register" \
    place.port_buffers 54 \
    drive_gt1_frac 0.332 \
    routed_wire_length_per_instance_um 10.7 \
    critical_path.endpoint_type "register" \
    synth_async_sr_flop_share 0 \
    cp_slowest_stage_delay_ps 490 \
    timing.slew.headroom 0.500 \
    unrepaired_setup_endpoints_after_global_routing "true" \
    fin_worst_skew_ps 264 \
    via_count 2112 \
    numPlacedInstances 443 \
    critical-path-top-cell-by-count "ha_4" \
    cts_buffer_depth 2 \
    failed_checks "negative setup slack" \
    core_area_sq_um 6870 \
    timing.final.hold_violations 0 \
    synth-cells-yosys 258 \
    dp_slack_ps -1720 \
    timing.critical_path.arrival_ps 4520 \
    setup_slack_ps -905 \
    grt_antenna_before_repair 0 \
    final_common_cell "buf_4" \
    synth_flops 19 \
    leftover_overflow_at_the_end_of_global_routing 0 \
    crit_path_cell_trace "buf_8, buf_6, ha_4, inv_4, ha_4, nor2b_4, nor2_4, xnor2_4, inv_2, ha_4, mux2_4, and2_0, mux4_2, a2111oi_4, inv_2, ha_2, or3b_1, a31oi_1" \
    clkLatencyLatePin_ps 290 \
    worstPathRequired_ps 3620 \
    area_added_between_synthesis_and_finish_pct 62.8 \
    grt_pass1_vias 1836 \
    fp_util 0.313 \
    n_antenna_cell 0 \
    holdCritPathClass "register to register" \
]
==> report_power, final <==
part	switching, W	internal [W]
Sequential	0.00000639	0.000143
Clock	0.0000493	0.0000541
Combinational	0.000164	0.000208
Total	0.000220	0.000405
==> worst max-delay path: cells and delay by family <==
kind                       cells  cell delay (ps)
and+or+nand+nor                4              710
xor gates and xnor gates       1              170
muxes                          2              750
buffers and inverters          5              360
AOI/OAI and AO/OA              2              520
adders and majority gates      4              640
==> cell families (layout without fill, tap and decap cells) <==
| logic type | Yosys count | count (layout) | synth area share |
|---|---|---|---|
| AND-OR/OR-AND | 49 | 49 | 0.176 |
| XOR/XNOR | 8 | 8 | 0.0413 |
| adder cells (fa/ha/maj) | 31 | 31 | 0.180 |
| buffers and inverters | 53 | 172 | 0.126 |
| flip-flops | 19 | 19 | 0.177 |
| multiplexers | 17 | 18 | 0.109 |
| other | 2 | 3 | 0.00349 |
| AND/OR/NAND/NOR | 79 | 79 | 0.188 |
==> metal layers <==
metal | vias to the layer above | track usage | wire (um)
li1 | 1108 | - | -
met1 | 948 | 0.199 | 2500
met2 | 54 | 0.219 | 2420
met3 | 2 | 0.00966 | 157
met4 | 0 | 0.0197 | 14
met5 | - | 0 | 0
==> area by class of cell <==
class	instances	area [sq um]
Clock buffer	3	41.3
Multi-Input combinational cell	188	1700
Fill cell	619	3370
Clock inverter	19	71.3
Timing Repair Buffer	125	1100
Sequential cell	19	380
Inverter	25	96.3
Tap cell	96	120
==> sequential cells by signal, indices dropped and copies added, names as in the netlist <==
| name | flops |
|---|---|
| b | 1 |
| p1 | 1 |
| p13 | 1 |
| c | 1 |
| p12 | 1 |
| p10 | 1 |
| p5 | 1 |
| d | 1 |
| reset1 | 1 |
| p2 | 1 |
| p3 | 1 |
| p6 | 1 |
| p14 | 1 |
| p9 | 1 |
| reset2 | 1 |
| p4 | 1 |
| p11 | 1 |
| p7 | 1 |
| a | 1 |
==> per-stage QoR <==
stage               setup TNS (ps)  utilization  cell area (sq um)  hold WS (ps)
finish                       -5610        0.510               3500           118
floorplan                    -7870            -               2280           349
detailed placement          -15870        0.467               3210           357
global placement            -15420        0.467               3210           350
global route                 -6710        0.510               3500           143
CTS                          -5890        0.496               3400           100
==> repair_timing <==
action,in CTS,in global routing
buffers inserted,6,7
pin swaps,12,14
gates resized,29,13
cloned,0,1
endpoints found under the setup margin,17,8
hold buffers,0,0
==> synthesized netlist by cell type (all sizes together) (3+ instances only) <==
library cell,instances,area [sq um]
a211oi,4,30.0
a21bo,3,30.0
a21oi,13,76.3
a31oi,3,33.8
and2,5,31.3
buf,22,154
clkbuf,4,15.0
dfxtp,19,380
ha,31,388
inv,27,101
mux2,3,37.5
mux2i,12,145
nand2,24,90.1
nand3,4,20.0
nor2,13,48.8
nor2b,9,58.8
nor3,9,45.0
nor4,3,18.8
o2111ai,3,26.3
o211ai,3,22.5
o21ai,12,60.1
or2,4,25.0
xnor2,5,43.8
xor2,3,45.1
==> final timing paths <==
kind | slack, ps | cells past startpoint | to | startpoint
worst min-delay path | 120 | 1 | reset1 | reset2
worst max-delay path | -900 | 18 | p6 | SW[16]
worst max register to register | 6120 | 0 | reset2 | reset1
worst min register to register | 120 | 1 | reset1 | reset2
